<file path="/design/flow/design.v">
module counter #(parameter WIDTH = 8)
(
  input  logic clk, rst, incr,
  output logic [WIDTH-1:0] count_reg
);
  always_ff @(posedge clk) begin
    if      (rst)  count_reg <= 0;
    else if (incr) count_reg <= count_reg + 1'b1;
  end
endmodule
</file>
<file path="/design/flow/run.sh">
#!/bin/bash
# OpenROAD 26Q1-2900-gdf79404cd8, Yosys 0.63+post, stock flow scripts
make -C /OpenROAD-flow-scripts/flow DESIGN_CONFIG=/design/flow/config.mk WORK_HOME=/design/flow/orfs finish
</file>
<file path="/design/flow/config.mk">
export PLATFORM = sky130hd
export DESIGN_NAME = counter
export DESIGN_NICKNAME = counter
export VERILOG_FILES = /design/flow/design.v
export SDC_FILE = /design/flow/constraint.sdc
export NUM_CORES = 4
export LEC_CHECK = 1
export CORE_AREA = 10 10 70 70
export DIE_AREA = 0 0 80 80
export SYNTH_HDL_FRONTEND = slang
</file>
<file path="/design/flow/constraint.sdc">
current_design counter

set clk_period 2.5
set clk_io_pct 0.2

create_clock -name clk0 -period $clk_period [get_ports {clk}]

set non_clock_inputs [all_inputs -no_clocks]
set_input_delay [expr $clk_period * $clk_io_pct] -clock clk0 $non_clock_inputs
set_output_delay [expr $clk_period * $clk_io_pct] -clock clk0 [all_outputs]
</file>
==> results_dict.tcl <==
# flow metrics
set metrics [dict create \
    max_root_sink_buffers 2 \
    via_count 297 \
    holdCritPathClass "reg -> reg" \
    drcViolationCount 0 \
    yosys_stat_area_sq_um 339 \
    floorplan.rows 21 \
    final-max-slew-violation-count 0 \
    critical_path.endpoint_type "primary output" \
    synth_seq_share 0.472 \
    finalCritPeriodShare 0.681 \
    synth.avg_cell_area_sq_um 9.16 \
    synth_area_sq_um 339 \
    globalplace.congestion 0.741 \
    synth_warnings 0 \
    regToRegEndpoint "count_reg[6]" \
    setup.worst_path.start "count_reg[3]" \
    ys_cells 37 \
    number_of_antenna_violations_at_the_first_check_in_global_routing 0 \
    grt_pass1_wl_mm 1.35 \
    ys.flops 8 \
    floorplanUtilization 0.0993 \
    grt_remaining_overflow 0 \
    tritoncts_clock_tree "built" \
    detail_route.vias_per_cell 3.16 \
    max_clock_freq_mhz 588 \
    groute.usage.overall 0.0267 \
    area.growth.synth_to_final_pct 49.8 \
    cellPowerDensity_nw_per_um2 501 \
    synthesis.instances 37 \
    worstPathBufferInverterCount 1 \
    status "finished, final reports clean" \
    worst-path-max-fanout 6 \
    worst-path-stages 1 \
    cts.hold.buffers_added 0 \
    h-tree-depth 1 \
    aoi_share 0.0886 \
    drv.max_cap_violation_count 0 \
    synth_xor_xnor_area_share 0.103 \
    placed_area_sq_um 485 \
    log.warning_count 25 \
    worst_slew_margin_rel 0.802 \
    worst_hold_slack_across_all_endpoints_ps 501 \
    cpPeakStageDelay_ps 520 \
    wl_per_cell_microns 8.84 \
    rsz0062_at_grt "false" \
    sinks_on_clock_net 8 \
    synth.cellmix.adderShare 0.0369 \
    fin_util 0.149 \
    pin_count 11 \
    static-leakage-power_nw 0.174 \
    post_route_minimum_period_ps 1700 \
    die.size.y_microns 80 \
    synth.area.mux_share 0.0295 \
    design.core.area_sq_um 3420 \
    postRouteAntennaNets 0 \
    design_area_sq_um 508 \
    first_global_vias 294 \
    maximum_number_of_pins_on_one_net_before_global_route_repair 9 \
    numPortBuffers 10 \
    setup-violations-final 0 \
    worstPathArrival_ps 1200 \
    ys_top_logic_family "simple AND/OR/NAND/NOR gates" \
    clk_root_buffer_cell "clkbuf_4" \
    setup_tns_ps 0 \
    worst_path_max_delay_cell "clkdlybuf4s50_1" \
    routed_wirelength_microns 831 \
    finalHoldViolCount 0 \
    maximum_ir_drop_on_the_vdd_rail_mv 0.174 \
    crit_end "count_reg[3]" \
    timing.critical_path.required_ps 2000 \
    crit_chain "clkdlybuf4s50_1" \
    post_synth_num_cell_types 15 \
    start_kind "flip-flop" \
    ff2ff_setup_slack_ps 1210 \
    post_synth_and_or_nand_nor_area_fraction 0.236 \
    worstRegToRegCells 4 \
    cts-buffers-inserted 3 \
    r2r-start "count_reg[0]" \
    tightestPinTransition_ps 297 \
    cts_resized 0 \
    drtIter0Drc 3 \
    clk-insertion-delay-late_ps 250 \
    width_of_the_chip_microns 80 \
    fin_worst_skew_ps 3.37 \
    crit_type "reg -> out" \
    drt_first_pass_iters 4 \
    num_antenna_cells 0 \
    path_delay_family "buffers and inverters" \
    clk_pin_slew_ps 50 \
    largest_register_ff_count 8 \
    post_cts.repair.setup_buffers 0 \
    dieArea_sq_um 6400 \
    final_layout_size_suffix_gt1_frac 0.0833 \
]
[layout make-up]
class                      count  area (sq um)
sequential                     8           160
fill                         396          2910
tap                           46          57.6
clock buffer                   3          22.5
timing repair buffer          10           100
multi-input combinational     27           168
[cells by family after synthesis]
group / after synthesis
and+or+nand+nor: 15
muxes: 1
AOI/OAI and AO/OA: 6
buffers and inverters: 2
DFF: 8
xor gates and xnor gates: 4
adders and majority gates: 1
[power breakdown]
group	switching (mW)	total, mW	internal, mW
combinational	0.00761	0.0204	0.0128
sequential	0.00445	0.136	0.131
clock	0.0435	0.0984	0.0549
[worst min-delay path by stage]
stage,startpoint,end,cells after the start
finish,count_reg[6],count_reg[6],2
global route,count_reg[5],count_reg[5],2
CTS,count_reg[6],count_reg[6],2
[per-stage QoR]
stage                     std cells  power [mW]  setup slack, ps
final                            94       0.254              798
after global routing             94       0.266              727
after CTS                        94       0.258              785
after detailed placement         91       0.159              632
after global placement           91       0.158              670
after floorplan                  37       0.148             1230
[metal layers]
metal	vias up	track usage	part of all wire
li1	150	-	-
met1	134	0.0416	0.61
met2	13	0.0273	0.28
met3	0	0.0193	0.10
met4	0	0.00352	0
met5	-	0	0
[placed cells by master, fill, tap and decap left out]
| cell type | instances |
|---|---|
| xnor2_1 | 1 |
| or3_1 | 3 |
| nand3_1 | 2 |
| nand4_1 | 2 |
| nor2_1 | 5 |
| xor2_1 | 3 |
| a21oi_1 | 3 |
| clkdlybuf4s50_1 | 10 |
| clkbuf_4 | 3 |
| ha_1 | 1 |
| o21ai_0 | 3 |
| nand4_2 | 1 |
| mux2i_1 | 1 |
| dfxtp_1 | 8 |
| nand2_1 | 2 |
[Yosys cell counts]
library cell,instances,area [sq um]
a21oi_1,3,15.0
buf_1,1,3.75
buf_4,1,7.51
dfxtp_1,8,160
ha_1,1,12.5
mux2i_1,1,10.0
nand2_1,2,7.51
nand3_1,2,10.0
nand4_1,2,12.5
nand4_2,1,12.5
nor2_1,5,18.8
o21ai_0,3,15.0
or3_1,3,18.8
xnor2_1,1,8.76
xor2_1,3,26.3
Power and IR drop assume default switching activity.
