$ cat /design/flow/design.v
    module p2s #(N = 8)
    (
      input  logic clk , ser_ready, par_valid, 
      input  logic [N-1:0] par_data,
      output logic par_ready, ser_data, ser_valid
    );
      localparam N_BITS = $clog2(N);
      typedef enum logic [0:0]{
      RX= 1'b0,
      TX=1'b1} state_t;  
      state_t state=RX;
      state_t next_state;
      logic [N_BITS-1:0] count;  
      always_comb
        unique case (state)
          RX: begin
          if(par_valid)  next_state = TX;
          else next_state=RX;
          end
          TX: begin
          if(ser_ready && count==N-1)  next_state = RX;
          else next_state=TX;
          end
        endcase
      always_ff @(posedge clk)begin
        state <= next_state;
        end 
      logic [N-1:0] shift_reg;
      assign ser_data  = shift_reg[0];
      assign par_ready = (state == RX);
      assign ser_valid = (state == TX);
      always_ff @(posedge clk ) begin 
          unique case (state)
            RX: begin  
                  shift_reg <= par_data;
                  count     <= '0;
                end
            TX: if (ser_ready) begin
                  shift_reg <= shift_reg >> 1;
                  count     <= count + 1'd1;
                end 
                else begin 
                shift_reg <= shift_reg;
                count <= count;
                end
          endcase
          end
    endmodule
$ cat /design/flow/run.sh
#!/bin/bash
# OpenROAD 26Q1-2900-gdf79404cd8, Yosys 0.63+post, stock flow scripts
make -C /OpenROAD-flow-scripts/flow DESIGN_CONFIG=/design/flow/config.mk WORK_HOME=/design/flow/orfs finish
$ cat /design/flow/config.mk
export PLATFORM = sky130hd
export DESIGN_NAME = p2s
export DESIGN_NICKNAME = p2s
export VERILOG_FILES = /design/flow/design.v
export SDC_FILE = /design/flow/constraint.sdc
export NUM_CORES = 4
export LEC_CHECK = 1
export CORE_AREA = 10 10 71 71
export DIE_AREA = 0 0 81 81
export SYNTH_HDL_FRONTEND = slang
$ cat /design/flow/constraint.sdc
current_design p2s

set clk_period 1.4
set clk_io_pct 0.2

create_clock -name clk0 -period $clk_period [get_ports {clk}]

set non_clock_inputs [all_inputs -no_clocks]
set_input_delay [expr $clk_period * $clk_io_pct] -clock clk0 $non_clock_inputs
set_output_delay [expr $clk_period * $clk_io_pct] -clock clk0 [all_outputs]
==> summary.txt <==
Flow results are below.

- The register with the most flip-flops in the layout has 8 of them.
- The run finished with clean final reports.
- In the synthesized netlist, the dominant kind of combinational cell is multiplexers.
- The clock drives 12 sinks.
- TritonCTS built the clock tree.
- The vias per cell is 3.02, for reference.
- The fraction of the mapped netlist area in compound gates is under 10%, for reference.
- For the finished layout, the period the worst path requires is about 1.3 ns.
- The clock-pin slew of the registers on the worst-case setup and hold paths is about 0.050 ns, for reference.
- The largest vdd supply drop is 0.000490 V, for reference.
- The class of the tightest hold or removal check is flip-flop to flip-flop, for reference.
- During placement, the flow inserted port buffers numbering 13.
- The worst max-slew margin expressed relative to the limit is 92.2%, for reference.
- For this run, the total global-route usage over all layers was measured as 2.81%.
- At the worst endpoint, the arrival time is 1.06 ns.
- The routing usage on met2 is 3.74%, for reference.
- A synthesized cell averages about 17 µm².
- The total number of yosys warnings is 0, for reference.
- In the setup report, the worst path falls into the class flip-flop to primary output.
- The cell class contributing the biggest share of worst-path delay is buffers and inverters, for reference.
- The antenna cell count is 0, for reference.
- The portion of netlist area occupied by mux cells is 17.3%, for reference.
- After synthesis, flip-flops and latches occupy 67.5% of the total area.
- The critical path's slowest cell is clkdlybuf4s50_1, for reference.
- The total via count in the routed design is about 300, for reference.
- The cell area that synthesis handed to floorplanning was 519 µm².
- The most frequently placed logic cell in the final layout is clkdlybuf4s50_1, for reference.
- Fill cells in the final layout number 391.
- The detail route stage leaves a number of antenna-violating nets equal to 0.
- For this run, the final setup violation count is recorded as 0.
- STA classifies the critical path startpoint as a flip-flop.
- For the pin with the worst max-slew slack, the measured transition is roughly 0.12 ns.
- The sum of internal, switching and leakage power is about 0.0013 W, for reference.
- The signed area change from the synthesized netlist to the final layout is 49.4%, for reference.
- The number of cells in the yosys synthesis report is 30, for reference.
- Of the available clock period, the critical path in the final layout requires 95.6%.
- The cell count after synthesis came out at 30.
- The type of destination of the critical path is a primary output, for reference.
- Across the whole layout, storage elements account for ~350 µm².
- The highest fanout seen on the critical path is 4, for reference.
- The met1 track utilization from global routing is slightly below 3%, for reference.
- The number of CTS-inserted buffers is 3, for reference.
- The required time at the worst endpoint is listed as roughly 1.1 ns.
- In this run the clock root is driven by a clkbuf_8.
- 14 I/O pins were placed.
- The number of antenna violations at the first check in global routing is 0, for reference.
- The fraction of the mapped netlist area in simple logic gates is about 6.3%, for reference.
- The via count of the first global-routing pass came to 294.
- The leakage power total is 0.300 nW, for reference.
- The layout report lists the multi-input gate area as 154 µm².
- The post-place setup slack is 0.0648 ns, for reference.
- The chip area is roughly 6600 µm², for reference.
- The max-cap check violation count is 0, for reference.
- Setup repair after global routing left no endpoint under its margin.
- The logs give a warning total of 25.
- The worst-case clock skew is 0.00143 ns, for reference.
- The average routed wire per standard cell is 9.41 µm, for reference.
- The number of max-slew violations in the final report is 0, for reference.
- The routability congestion estimate is 0.712, for reference.
- The met3 usage in global routing is 3.34%, for reference.
- The depth of the CTS H-tree is 1, for reference.
- According to the floorplan report, the placeable core area is roughly 3600 µm².
- The vertical die dimension reported for this design is 81 µm.
- In the layout the commonest cells are clkdlybuf4s50_1 (12), edfxtp_1 (11), mux2_2 (4), buf_4 (4).
- Synthesis inferred 12 register bits.
- Per the detail_route report, DRC violations left total 0.
- On the final layout, the worst hold slack is around 0.54 ns.
- The total of hold buffers inserted after clock tree synthesis is 0, for reference.
- The final tally of hold violations is 0, for reference.
- The floorplan die width is 81 µm, for reference.
- Sorting the synthesized cells by area gives the leading types as edfxtp_1 (64%), mux2_2 (8.7%), mux2_4 (8.7%).
- The fraction of layout instances using a drive strength above 1 is 30.0%, for reference.
- Counting along the longest clock path gives a buffer depth of 2.
- In this run the most used layer during global routing was met2.
- For this run, the chip area from Yosys synthesis comes to between 500 and 600 µm².
- The half-perimeter wire length after placement is 758 µm, for reference.
- The library cell with the largest summed area after synthesis is edfxtp_1, for reference.
- The maximum clock rate is roughly 750 MHz, for reference.
- Before placement the cells fill 14.3% of the core.
- The total overflow left after global routing is 0.
- The largest single stage delay on the critical path is around 0.46 ns.
- The total power divided by cell area is 1710 nW/µm², for reference.
- The global-route wire length before repair is 1.41 mm, for reference.
- The detailed-route wire length is 922 µm, for reference.
- The floorplan has 22 rows.
- The initial detailed-routing violation count is 8, for reference.
- After synthesis, the largest area contributor takes up 63.6% of total cell area.
- The minimum setup slack in the final design is 0.0620 ns, for reference.
- Measured on the finished design, the core utilization comes to 21.3%.
- The iteration tally of the first detailed-router pass is 2, for reference.
- The number of buffers and inverters on the critical path is 1, for reference.
- The cell-mix breakdown from Yosys lists the adder-cell area share as 4.82%.
- For the worst-skew pair, the clock arrives at the later sink with an insertion delay of 0.23 ns.
- The largest net degree at the start of global routing is 9, for reference.
- In this run the critical path is formed by clkdlybuf4s50_1.
- The post-synthesis cell type count is 12, for reference.
- The post-synthesis share of cell area spent on xor and xnor gates is 0%, for reference.
- In the final timing run, aggregate negative setup slack is 0 ns.
==> cell type report <==
| type | instances | area share [%] |
|---|---|---|
| well taps | 48 | 7.74 |
| multi-input cells | 16 | 19.8 |
| repair buffers | 17 | 20.5 |
| clock buffers | 4 | 5.81 |
| flip-flops and latches | 12 | 45.6 |
| inverters | 1 | 0.484 |
==> what timing repair did <==
action	in CTS	in global routing
setup buffers	0	0
resized	3	0
setup endpoints to repair	2	0
==> stage by stage <==
stage / area, µm² / std cells
after floorplan: 519 / 30
after global placement: 728 / 94
after detailed placement: 728 / 94
after CTS: 776 / 98
after global routing: 776 / 98
final: 776 / 98
==> routing by layer <==
| metal | part of all wire [%] | routed length (µm) | up-vias |
|---|---|---|---|
| met5 | 0 | 0 | - |
| met4 | 0 | 0 | 0 |
| met3 | 20 | 180 | 0 |
| met2 | 40 | 366 | 16 |
| met1 | 41 | 375 | 127 |
| li1 | - | - | 153 |
==> where the power goes <==
part / internal (W) / switching [W]
sequential: 0.000589 / 0.0000435
clock: 0.000199 / 0.000110
combinational: 0.000254 / 0.000129
total: 0.00104 / 0.000283
==> worst reg2reg max path, cell delays in order (launching register included) <==
cell and delay [ns]:
edfxtp_1 0.39, ha_1 0.21, ha_1 0.26, and2_1 0.16
==> cell families (layout without fill, tap and decap cells) <==
kind of cell	Yosys count	after routing
AND-OR/OR-AND	1	1
adder cells (fa/ha/maj)	2	2
buffers and inverters	2	22
flip-flops	12	12
multiplexers	7	7
AND/OR/NAND/NOR	6	6
==> final timing paths <==
kind | start | end | slack, ns | cells after the start
setup reg to reg | count[0]$_SDFFCE_PN0P_ | count[2]$_SDFFCE_PN0P_ | 0.13 | 3
setup / recovery | ser_valid$_DFF_P_ | ser_valid | 0.06 | 1
hold / removal | shift_reg[4]$_DFFE_PP_ | shift_reg[3]$_DFFE_PP_ | 0.54 | 1
hold reg to reg | shift_reg[4]$_DFFE_PP_ | shift_reg[3]$_DFFE_PP_ | 0.54 | 1
==> cell usage after synthesis, drive strengths merged <==
master,instances
dfxtp,1
a31oi,1
nand2b,1
buf,1
ha,2
edfxtp,11
nor2b,1
mux2,7
nor2,2
and2,2
inv,1
Power figures rest on the tool's default switching activity, not on a simulated workload.
