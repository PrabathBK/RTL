[flow/design.v]
module alu #(
  parameter  WIDTH     = 8,
  localparam W_ALU_SEL = 3
)(
  input  logic signed [WIDTH-1:0] bus_a,
  input  logic signed [WIDTH-1:0] bus_b,
  output logic signed [WIDTH-1:0] alu_out,
  input  logic [W_ALU_SEL   -1:0] alu_sel,
  output logic zero, negative
);
  always_comb begin
    case (alu_sel)
      3'b000: alu_out = bus_a + bus_b;
      3'b001: alu_out = bus_a - bus_b;
      3'b010: alu_out = bus_a * bus_b;
      3'b011: alu_out = (bus_b != 0) ? (bus_a / bus_b) : '0;
      3'b100: alu_out = (bus_b != 0) ? (bus_a % bus_b) : '0;
      default: alu_out = bus_a;  
    endcase
  end
  assign zero     = (alu_out == 0);
  assign negative = (alu_out < 0);
endmodule
[flow/run.sh]
#!/bin/bash
# OpenROAD 26Q1-2900-gdf79404cd8, Yosys 0.63+post, stock flow scripts
make -C /OpenROAD-flow-scripts/flow DESIGN_CONFIG=/design/flow/config.mk WORK_HOME=/design/flow/orfs finish
[flow/config.mk]
export PLATFORM = sky130hd
export DESIGN_NAME = alu
export DESIGN_NICKNAME = alu
export VERILOG_FILES = /design/flow/design.v
export SDC_FILE = /design/flow/constraint.sdc
export NUM_CORES = 4
export LEC_CHECK = 1
export CORE_UTILIZATION = 50
export SYNTH_HDL_FRONTEND = slang
[flow/constraint.sdc]
current_design alu

set clk_period 20.4
set clk_io_pct 0.2

create_clock -name clk0 -period $clk_period

set non_clock_inputs [all_inputs -no_clocks]
set_input_delay [expr $clk_period * $clk_io_pct] -clock clk0 $non_clock_inputs
set_output_delay [expr $clk_period * $clk_io_pct] -clock clk0 [all_outputs]
==> out/qor.csv <==
metric;value;unit
RSZ-0062 raised after global routing;false;
count of tool warnings;39;
Design Power;201;µW
DRC Markers;0;
sequential cell area;0;µm²
Yosys cell types;67;
pwr/cell area;45.7;nW/µm²
fp util;52.6;%
sequential area share after synthesis;0;%
Crit path depth;48;
floorplan row count;30;
Rel. slew slack;48.1;%
pin count of the biggest net entering global routing;15;
Yosys chip area;3650;µm²
CP startpoint kind;primary input;
wire per inst;18.2;µm
fin crit share;96.7;%
layout cells sized above 1;13.0;%
Worst setup EP type;output port;
first-pass GRT wire length;18200;µm
GP Congestion;0.991;
Post-Layout Cell Count;635;
Seq Cell Count;0;
post-synthesis cell area;3650;µm²
gr busiest metal;met2;
CP max stage delay;540;ps
Gate Count Post-Synth;497;
most used cell, CP;ha_1;
I/O pins;29;
Vias/cell;6.08;
CTS Hold Bufs;0;
status;finished clean;
family with the most delay on the worst path;AND-OR/OR-AND gates;
GRT met1 Usage;46.6;%
yosys warning tally;0;
Final setup viols;0;
min-delay worst type;primary input to output port;
top-area cell type share of the netlist area;23.3;%
Routed WL;11600;µm
Leak Pwr;1.97;nW
DP HPWL;9320;µm
crit path DRT;16320;ps
die height;87.5;µm
max-slew violations;0;
DR iter-0 viols;206;
ant diodes;0;
CP endpoint;zero;
met3 Use GR;3.94;%
ys cells;497;
Die W;87.5;µm
post-synthesis area per instance;7.35;µm²
crit path from;bus_b[0];
vias in the first global route;3525;
WP data arrival;15640;ps
GRT Total Usage;31.9;%
Area Overhead vs Synth;20.2;%
Gate Area;3570;µm²
met2 Use GR;52.1;%
synth cell count leaders;ha_1, nor2_1, inv_1;
core area;6940;µm²
IO buf count;29;
Max Cap Viol;0;
DP Cell Count;628;
leading area contributor after synthesis;ha_1;
critical path's slowest cell;clkdlybuf4s50_1;
CP Max Fanout;13;
First-pass DRT Iterations;4;
Worst Path Buf+Inv;6;
Layout Utilization;63.3;%
Worst Tran Pin Value;777;ps
Final Hold Fails;0;
Final ANT Viol Nets;0;
Final min period;19720;ps
fillcell total;642;
top-count cell post-synth;ha_1;
Via Count;3863;
antenna violations before repair;0;
number of clock buffers in the layout;0;
GRT Residual Overflow;0;
fmax;50.7;MHz
Peak VDD IR;0.0254;mV
critical path type;primary input to output port;
Setup TNS Final;0;ps
top cells, area;ha_1, fa_1, nor2_1, xnor2_1, inv_1;
Die Size;7650;µm²
logic make-up (layout without fill, tap and decap cells):
family | after synthesis | count (layout) | synth area share, %
AND/OR/NAND/NOR | 159 | 159 | 21.3
AND-OR/OR-AND | 147 | 147 | 28.2
adder cells (fa/ha/maj) | 82 | 82 | 31.0
buffers and inverters | 61 | 103 | 6.68
XOR/XNOR | 38 | 38 | 9.86
multiplexers | 10 | 10 | 2.98
placed cells by master (no fill, tap or decap), types with 16 or more instances in the layout:
cell type,n
a21oi_1,28
buf_4,28
clkdlybuf4s50_1,28
ha_1,63
inv_1,43
nand2_1,29
nor2_1,53
nor3_1,16
o21ai_0,18
xnor2_1,24
per-layer routing:
layer	vias up	wire, µm
met1	1808	5510
met2	122	5160
met3	12	790
li1	1921	-
met4	0	134
met5	-	0
final cells by class:
cell class,count,area share [%]
inverter,44,3.76
multi-input combinational,436,81.3
tap,96,2.73
timing repair buffer,59,12.2
tightest hold or removal path: cells and delay by family:
kind | cells | cell delay (ps)
buf+inv | 3 | 760
compound gates | 2 | 370
simple gates | 1 | 80
metrics by stage:
stage	setup WS (ps)	instance area [µm²]	hold slack, ps
floorplan	1060	3650	8250
global placement	8.97	4180	9430
detailed placement	-120	4180	9420
CTS	109	4180	9420
global route	0.0853	4390	9460
finish	677	4390	9380
power by group:
part	total, mW	internal (mW)	leakage [nW]	switching, mW
sequential	0	0	0	0
combinational	0.201	0.0953	1.97	0.105
clock	0	0	0	0
total	0.201	0.0953	1.97	0.105
repair_timing:
item | CTS | global route
endpoints found under the setup margin | 1 | 10
setup buffers | 0 | 7
gates resized | 2 | 32
pin swaps | 0 | 16
worst min-delay path by stage:
stage         from  endpoint  slack, ps  cells after the start
6_report  bus_b[7]  negative       9380                      6
4_1_cts   bus_a[7]  negative       9420                      5
5_1_grt   bus_b[7]  negative       9460                      6
No activity file was given, so power comes from the tool's default toggle rates.
